<file path="/design/flow/config.mk">
export PLATFORM = sky130hd
export DESIGN_NAME = ID_EX_pipeline
export DESIGN_NICKNAME = ID_EX_pipeline
export VERILOG_FILES = /design/flow/design.v
export SDC_FILE = /design/flow/constraint.sdc
export NUM_CORES = 4
export LEC_CHECK = 1
export CORE_AREA = 10 10 166 166
export DIE_AREA = 0 0 176 176
</file>
<file path="/design/flow/constraint.sdc">
current_design ID_EX_pipeline

set clk_period 1.0
set clk_io_pct 0.2

create_clock -name clk0 -period $clk_period [get_ports {CLK}]

set non_clock_inputs [all_inputs -no_clocks]
set_input_delay [expr $clk_period * $clk_io_pct] -clock clk0 $non_clock_inputs
set_output_delay [expr $clk_period * $clk_io_pct] -clock clk0 [all_outputs]
</file>
<file path="/design/flow/design.v">
module ID_EX_pipeline (
   CLK, RESET, 
    ID_PC, ID_REG_DATA1, ID_REG_DATA2, ID_IMMEDIATE,
    ID_REG_WRITE_ADDR,
    ID_ALU_SELECT, ID_OPERAND1_SELECT, ID_OPERAND2_SELECT,
    ID_REG_WRITE_EN, ID_DATA_MEM_WRITE, ID_DATA_MEM_READ, 
    ID_BRANCH_CTRL, ID_WB_VALUE_SELECT,
    EX_PC, EX_REG_DATA1, EX_REG_DATA2, EX_IMMEDIATE,
    EX_REG_WRITE_ADDR,
    EX_ALU_SELECT, EX_OPERAND1_SELECT, EX_OPERAND2_SELECT,
    EX_REG_WRITE_EN, EX_DATA_MEM_WRITE, EX_DATA_MEM_READ,
    EX_BRANCH_CTRL, EX_WB_VALUE_SELECT
);
    input CLK, RESET;
    input [31:0] ID_PC, ID_REG_DATA1, ID_REG_DATA2, ID_IMMEDIATE;
    input [4:0] ID_REG_WRITE_ADDR;
    input ID_REG_WRITE_EN, ID_OPERAND1_SELECT, ID_OPERAND2_SELECT;
    input [4:0] ID_ALU_SELECT;
    input [3:0] ID_DATA_MEM_READ, ID_BRANCH_CTRL;
    input [2:0] ID_DATA_MEM_WRITE;
    input [1:0] ID_WB_VALUE_SELECT;
    output reg [31:0] EX_PC, EX_REG_DATA1, EX_REG_DATA2, EX_IMMEDIATE;
    output reg [4:0] EX_REG_WRITE_ADDR;
    output reg EX_REG_WRITE_EN, EX_OPERAND1_SELECT, EX_OPERAND2_SELECT;
    output reg [4:0] EX_ALU_SELECT;
    output reg [3:0] EX_DATA_MEM_READ, EX_BRANCH_CTRL;
    output reg [2:0] EX_DATA_MEM_WRITE;
    output reg [1:0] EX_WB_VALUE_SELECT;
    always @ (posedge CLK)
    begin
        if (RESET == 1'b1)
        begin
            EX_PC <= #0.1 32'd0;
            EX_REG_DATA1 <= #0.1 32'd0;
            EX_REG_DATA2 <= #0.1 32'd0;
            EX_IMMEDIATE <= #0.1 32'd0;
            EX_REG_WRITE_ADDR <= #0.1 4'd0;
            EX_ALU_SELECT <= #0.1 5'd0;
            EX_OPERAND1_SELECT <= #0.1 1'd0;
            EX_OPERAND2_SELECT <= #0.1 1'd0;
            EX_REG_WRITE_EN <= #0.1 1'd0;
            EX_DATA_MEM_WRITE <= #0.1 3'd0;
            EX_DATA_MEM_READ <= #0.1 4'd0;
            EX_BRANCH_CTRL <= #0.1 4'd0;
            EX_WB_VALUE_SELECT <= #0.1 2'd0;
        end
        else
        begin
            EX_PC <= #0.1 ID_PC;
            EX_REG_DATA1 <= #0.1 ID_REG_DATA1;
            EX_REG_DATA2 <= #0.1 ID_REG_DATA2;
            EX_IMMEDIATE <= #0.1 ID_IMMEDIATE;
            EX_REG_WRITE_ADDR <= #0.1 ID_REG_WRITE_ADDR;
            EX_ALU_SELECT <= #0.1 ID_ALU_SELECT;
            EX_OPERAND1_SELECT <= #0.1 ID_OPERAND1_SELECT;
            EX_OPERAND2_SELECT <= #0.1 ID_OPERAND2_SELECT;
            EX_REG_WRITE_EN <= #0.1 ID_REG_WRITE_EN;
            EX_DATA_MEM_WRITE <= #0.1 ID_DATA_MEM_WRITE;
            EX_DATA_MEM_READ <= #0.1 ID_DATA_MEM_READ;
            EX_BRANCH_CTRL <= #0.1 ID_BRANCH_CTRL;
            EX_WB_VALUE_SELECT <= #0.1 ID_WB_VALUE_SELECT;
        end
    end
endmodule
</file>
<file path="/design/flow/run.sh">
#!/bin/bash
# OpenROAD 26Q1-2900-gdf79404cd8, Yosys 0.63+post, stock flow scripts
make -C /OpenROAD-flow-scripts/flow DESIGN_CONFIG=/design/flow/config.mk WORK_HOME=/design/flow/orfs finish
</file>
==> flow_summary.yaml <==
# synthesis and place-and-route metrics
placed_design:
  gp_congestion: 0.775
  place_hpwl_um: 12200
  preCtsSetupSlack_ns: -0.111
  io_buffer_count: 309
  dpl.cell_count: 959
worst_setup_path:
  cp.arrival_ns: 0.88
  max_stage_delay_ns: 0.35
  cp_top_family: "flip-flops"
  critPathCaptureType: "output port"
  setup.worst_path.start_class: "flop"
  path_cells: "buf_2"
  crit_type: "reg2out"
  critPathMaxFanout: 1
  critical_path_required_ns: 0.80
  path_buffers: 1
  slowest_stage: "dfxtp_2"
clocking:
  htreeDepth: 4
  cts_buffers: 17
  cts.sinks: 154
  cts_tree: "built"
  holdBufCountCts: 0
  clk_pin_slew_ns: 0.07
  cts-root-buf: "clkbuf_16"
  cts_max_path_buffers: 2
worst_hold_path:
  min_path_type: "in2reg"
sta:
  finalCriticalPeriod_ns: 1.08
  whs_ns: 0.0464
  max_freq_ghz: 0.929
  period_used_share: 1.08
  max_slew_margin: 0.828
  drv_slew: 0
  final_hold_viol_count: 0
  setup_viol_count_final: 154
  worst_slew_pin_slew_ns: 0.257
  rsz0062_at_grt: "yes"
  finalWorstSetupSlack_ns: -0.0759
  finalSetupTns_ns: -3.01
outcome:
  status: "finished, violations left"
  violations: "negative setup slack"
drt:
  drt_iter0_drc: 90
  firstDrtPassIters: 3
  ant_nets: 0
  via_count: 3281
  drcViolationCount: 0
  finalWirelength_um: 15200
  n_antenna_cell: 0
  wire_per_inst_um: 15.3
  viasPerCell: 3.31
synthesis:
  ys_cells: 325
  synth.cell_area_um2: 4300
  ys.flops: 154
  avgSynthCellArea_um2: 13.2
  ys_types: 5
  syn_inst: 325
  yosys_warnings: 1
  ys_area_um2: 4300
  ys_seq_frac: 0.718
global_routing:
  grt_pass1_wl_um: 22100
  grt_start_max_net_pins: 22
  grt_pass1_vias: 3495
  grt.total_usage: 0.0948
  gr-total-overflow: 0
  antenna_found_initial: 0
power:
  power_density_nw_per_um2: 1850
  ir_worst_vdd_v: 0.00102
  p_leak_nw: 3.43
floorplan:
  die_h_um: 176
  dieArea_um2: 31000
  fp.coreArea_um2: 24100
  ioPinCount: 310
  rows: 57
  initCoreUtil: 0.178
  die_x_um: 176
final_layout:
  areaGrowthSynthToFinish_pct: 80.8
  regArea_um2: 3120
  fillers: 2516
  fin_util: 0.322
  fin_cells: 991
  combGateArea_um2: 1080
  drive_gt1_frac: 0.421
run:
  maxCapViolCount: 0
  tool_warnings: 27
final cells by class:
| type | count | area share |
|---|---|---|
| sequential | 154 | 0.402 |
| timing repair buffer | 327 | 0.331 |
| multi-input combinational | 154 | 0.139 |
| clock buffer | 18 | 0.0565 |
| tap | 324 | 0.0522 |
| clock inverter | 14 | 0.0196 |
cells in the final DEF (no fill, tap or decap), drive strengths merged:
| cell | instances |
|---|---|
| buf | 173 |
| bufinv | 1 |
| clkbuf | 18 |
| clkdlybuf4s50 | 154 |
| clkinv | 4 |
| dfxtp | 154 |
| inv | 9 |
| nor2b | 154 |
what timing repair did:
action	CTS	global route
setup buffers	0	0
endpoints found under the setup margin	154	154
gates cloned	0	0
resized	517	21
endpoints found under the hold margin	0	0
pin swaps	0	0
cells by family (layout without fill, tap and decap cells):
kind of cell / Yosys count / in the layout / share of synthesized area
simple gates: 154 / 154 / 0.251
buf+inv: 17 / 359 / 0.0315
flops: 154 / 154 / 0.718
path summary, 6_finish.rpt:
path | depth (start not counted) | endpoint | slack, ns | from
setup / recovery | 1 | EX_REG_DATA1[23] | -0.08 | EX_REG_DATA1[23]
hold / removal | 2 | EX_ALU_SELECT[3] | 0.05 | RESET
power by group:
part | leakage, nW | switching, mW | total, mW | internal, mW
Combinational | 1.85 | 0.357 | 1.35 | 0.993
Clock | 0.295 | 2.88 | 6.50 | 3.62
Sequential | 1.29 | 0.0745 | 6.55 | 6.47
Total | 3.43 | 3.31 | 14.4 | 11.1
metrics by stage:
step / cell area (um2) / total power [mW]
after global placement: 7860 / 8.35
final: 7770 / 14.4
after global routing: 7770 / 15.1
after floorplan: 4300 / 6.94
after CTS: 7720 / 14.7
after detailed placement: 7860 / 8.36
cells in the mapped netlist:
master | count | area share
nor2b_2 | 46 | 0.094
buf_6 | 8 | 0.021
buf_2 | 9 | 0.010
nor2b_1 | 108 | 0.16
dfxtp_1 | 154 | 0.72
registers in the layout (all words and copies together), names as in the netlist, 2 cells and up:
| name | flops |
|---|---|
| EX_REG_DATA2 | 32 |
| EX_WB_VALUE_SELECT | 2 |
| EX_ALU_SELECT | 5 |
| EX_DATA_MEM_WRITE | 3 |
| EX_DATA_MEM_READ | 4 |
| EX_BRANCH_CTRL | 4 |
| EX_IMMEDIATE | 32 |
| EX_PC | 32 |
| EX_REG_WRITE_ADDR | 5 |
| EX_REG_DATA1 | 32 |
layer usage:
metal / global-route usage / wire, um
met5: 0 / 0
met4: 0.0120 / 184
met3: 0.0588 / 2160
met2: 0.148 / 6770
met1: 0.112 / 6080
Power is estimated from default activity; no workload was simulated.
